==> flow/design.v <==
module decoder2_4 (register,regNo);
output reg [3:0] register;
input [1:0] regNo;
        always @(regNo) begin
            case (regNo)
                2'b00 : 
                    register = 4'b0001;
                2'b01 : 
                    register = 4'b0010;
                2'b10 : 
                    register = 4'b0100;
                2'b11 : 
                    register = 4'b1000;
            endcase
        end
    endmodule
`timescale 1ns / 1ps
module dflipflop(q,d,clk,reset);
input d,clk,reset;
output reg q;
always @ (posedge clk)
	begin
	if (!reset) q <= 1'b0;
	else q <= d;
	end
endmodule
module reg_32bit(q,d,clk,reset);
input clk,reset;
input [31:0] d;
output [31:0] q;
genvar i;
generate for(i=0;i<32;i=i+1) 
	begin: dloop
	dflipflop ff(q[i],d[i],clk,reset);
	end
endgenerate
endmodule
module mux4_1(regData,q0,q1,q2,q3,reg_no);
input [31:0] q0,q1,q2,q3;
input [1:0] reg_no;
output reg [31:0] regData;
always @(reg_no) begin
    case (reg_no)
                2'b00: 
                    regData = q0;
                2'b01: 
                    regData = q1;
                2'b10: 
                    regData = q2;
                2'b11: 
                    regData = q3;
            endcase
    end
endmodule
module RegFile(clk,reset,ReadReg1,ReadReg2,WriteData,WriteReg,RegWrite,ReadData1,ReadData2);
input clk,reset;
input [1:0] ReadReg1,ReadReg2;
input [1:0] WriteReg; 
input RegWrite;
input [31:0] WriteData;
output [31:0] ReadData1,ReadData2;
genvar j;
wire [3:0] RegClk,decoderOut;
wire [3:0][31:0] regOut;
decoder2_4 d1(decoderOut,WriteReg);
generate for(j=0;j<4;j=j+1)
	begin: clkloop
	and a1(RegClk[j],clk,RegWrite,decoderOut[j]);
	end
endgenerate
generate for(j=0;j<4;j=j+1)
	begin: wrtloop
	reg_32bit r1(regOut[j],WriteData,RegClk[j],reset);
	end
endgenerate
mux4_1 m1(ReadData1,regOut[0],regOut[1],regOut[2],regOut[3],ReadReg1);
mux4_1 m2(ReadData2,regOut[0],regOut[1],regOut[2],regOut[3],ReadReg2);
endmodule
==> flow/run.sh <==
#!/bin/bash
# OpenROAD 26Q1-2900-gdf79404cd8, Yosys 0.63+post, stock flow scripts
make -C /OpenROAD-flow-scripts/flow DESIGN_CONFIG=/design/flow/config.mk WORK_HOME=/design/flow/orfs finish
==> flow/config.mk <==
export PLATFORM = sky130hd
export DESIGN_NAME = RegFile
export DESIGN_NICKNAME = RegFile
export VERILOG_FILES = /design/flow/design.v
export SDC_FILE = /design/flow/constraint.sdc
export NUM_CORES = 4
export LEC_CHECK = 1
export CORE_UTILIZATION = 50
==> flow/constraint.sdc <==
current_design RegFile

set clk_period 1.0
set clk_io_pct 0.2

create_clock -name clk0 -period $clk_period

set non_clock_inputs [all_inputs -no_clocks]
set_input_delay [expr $clk_period * $clk_io_pct] -clock clk0 $non_clock_inputs
set_output_delay [expr $clk_period * $clk_io_pct] -clock clk0 [all_outputs]
==> results.txt <==
status: complete, but fails checks
failing checks: setup timing
Setup-failing EPs final: 64
CTS Hold Bufs: 0
number of standard cells reported by yosys: 245
worst-margin pin slew: 418 ps
Hold/Removal Path Class: in -> out
detail-routed via count per cell: 5.33
Final ANT Viol Nets: 0
Layout Utilization: 68.6%
cycle use final: 139%
total power: 0.00140 W
Mean Syn Cell Area: 18.1 um2
Worst Hold Path Cells: 3
sequential share of power: 16.0%
post-synth cell types: 11
Power Internal: 0.000973 W
Post-synth ARST share: 0%
vias in the first global route: 2709
Synth top cell by count: dfxtp_1
drt initial violations: 45
switching share of power: 30.5%
area of the core: 8680 um2
synth warn: 3
CP arrival: 1190 ps
Post-Syn Instances: 245
CP Launch Type: input port
Inserted Diodes: 0
number of flops mapped to enable cells by yosys: 0
largest net degree at the start of global routing: 33
Via Count: 2658
net load switching power: 0.000426 W
DRC: 0
Leak Pwr: 2.50 nW
endpoints failing hold: 0
highest net fanout along the worst path: 6
CP Capture Type: primary output
highest clock rate: 719 MHz
hpwl dp: 5960 um
Hold EP: ReadData2[0]
largest registers: wrtloop.r1.dloop.ff.q x128
max FFs per register: 128
Rel. slew slack: 72.0%
Comb pwr share: 84.0%
unrepaired setup endpoints after global routing: yes
Clock power frac: 0%
cell type with the largest total area: dfxtp_1
worst setup margin: -390 ps
total track usage: 22.6%
num rows: 34
Fin Setup TNS: -21130 ps
final slew viol count: 0
DR pass1 iterations: 4
GP Congestion: 0.737
YS chip area: 4440 um2
minimum clock period: 1390 ps
PwrDens: 235 nW/um2
MaxCap Viol Count: 0
Area leader share: 57.7%
endpoints left unconstrained: 128
Chip Height: 96.3 um
Routed WL: 9110 um
Hold Path Origin: ReadReg2[0]
Crit Path Category: in -> out
total die area: 9260 um2
netlist area before placement: 4440 um2
io pins: 105
register pins left without a clock: 128
top_reg_cell synth: dfxtp_1
most frequent cells after synthesis: dfxtp_1, mux4_2, and2_1
register area share after synthesis: 57.7%
OpenROAD warnings: 36
Seq cells post-synth: 128
Largest Register: wrtloop.r1.dloop.ff.q
GRT overflow: 0
fp_density: 51.2%
area grow syn2layout: 34.0%
port bufs: 105
global-route wire length before repair: 14100 um
drt wl/cell: 18.3 um
die width: 96.3 um
Cell area leaders: dfxtp_1, mux4_2, and2_1
initial antenna violation count: 0
Worst IR Drop VDD: 0.157 mV
WP data required: 800 ps
share of cells above drive strength 1: 48.8%
[cell families after synthesis]
| family | count (synthesis) | synth area share (%) |
|---|---|---|
| buffers and inverters | 17 | 4.14 |
| DFF | 128 | 57.7 |
| muxes | 64 | 32.8 |
| and+or+nand+nor | 36 | 5.38 |
[what timing repair did]
item,in CTS,in global routing
cloned,4,0
gates resized,248,10
setup endpoints to repair,64,64
setup buffers,36,1
[power by group through the flow]
stage,registers (W),logic [W],clock network [W]
final,0.000224,0.00117,0
after global routing,0.000230,0.00128,0
after CTS,0.000224,0.00117,0
[layout by cell type (no fill, tap or decap)]
master | synthesis | routed
nor4bb_4 | 0 | 1
and4b_1 | 2 | 2
buf_4 | 0 | 7
buf_2 | 6 | 65
and4_1 | 1 | 1
buf_8 | 0 | 5
clkdlybuf4s50_1 | 0 | 37
buf_12 | 6 | 13
buf_16 | 0 | 3
dfxtp_1 | 128 | 128
buf_6 | 2 | 32
and2_1 | 32 | 32
mux4_2 | 60 | 64
bufbuf_16 | 0 | 1
[worst max-delay path, cell delays in order]
cell and delay, ps:
buf_12 120, buf_12 130, buf_6 100, mux4_2 500
buf_2 130
[cell type report]
cell class / instances / area [um2]
Multi-Input combinational cell: 100 / 1700
Sequential cell: 128 / 2560
Timing Repair Buffer: 163 / 1560
Fill cell: 631 / 2730
Tap cell: 108 / 135
[routing by layer]
metal  share of wire, %  global-route usage, %
met5                  0                      0
met4               0.40                   1.12
met3                5.6                   3.94
met2                 53                   38.4
met1                 41                   35.0
[stage by stage]
stage               hold WS (ps)  setup WS, ps  cell area (um2)  std cells
floorplan                    486         -91.6             4460        245
global placement            1300          -747             5650        458
detailed placement          1300          -751             5650        458
CTS                          843          -396             5910        498
global route                 879          -424             5950        499
finish                       853          -390             5950        499
[how the worst max path moves through the flow]
| stage | from | endpoint | slack [ps] | depth (start not counted) |
|---|---|---|---|---|
| after CTS | ReadReg1[0] | ReadData1[20] | -400 | 5 |
| after global routing | ReadReg1[0] | ReadData1[2] | -420 | 5 |
| final | ReadReg2[0] | ReadData2[20] | -390 | 5 |
Power and IR drop assume default switching activity.
