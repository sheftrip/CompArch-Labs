## run.sh

```bash
#!/bin/bash
# OpenROAD 26Q1-2900-gdf79404cd8, Yosys 0.63+post, stock flow scripts
make -C /OpenROAD-flow-scripts/flow DESIGN_CONFIG=/design/flow/config.mk WORK_HOME=/design/flow/orfs finish
```

## config.mk

```make
export PLATFORM = sky130hd
export DESIGN_NAME = adder_subtractor
export DESIGN_NICKNAME = adder_subtractor
export VERILOG_FILES = /design/flow/design.v
export SDC_FILE = /design/flow/constraint.sdc
export NUM_CORES = 4
export LEC_CHECK = 1
export CORE_AREA = 10 10 70 70
export DIE_AREA = 0 0 80 80
```

## constraint.sdc

```tcl
current_design adder_subtractor

set clk_period 4.7
set clk_io_pct 0.2

create_clock -name clk0 -period $clk_period

set non_clock_inputs [all_inputs -no_clocks]
set_input_delay [expr $clk_period * $clk_io_pct] -clock clk0 $non_clock_inputs
set_output_delay [expr $clk_period * $clk_io_pct] -clock clk0 [all_outputs]
```

## design.v

```verilog
`timescale 1ns / 1ps
`timescale 1ns / 1ps
module df_full_adder(a,b,cin,sum,cout);
input a,b,cin;
output sum,cout;
assign sum = a ^ b ^ cin;
assign cout = (a & b) | (b & cin) | (a & cin);
endmodule
module four_full_adder(a,b,cin,s,cout);
input [3:0] a,b;
input cin;
output [3:0] s;
output cout;
wire [2:0] c;
df_full_adder sum0(a[0],b[0],cin,s[0],c[0]);
df_full_adder sum1(a[1],b[1],c[0],s[1],c[1]);
df_full_adder sum2(a[2],b[2],c[1],s[2],c[2]);
df_full_adder sum3(a[3],b[3],c[2],s[3],cout);
endmodule
module adder_subtractor(a,b,k,s,cout);
input [3:0] a,b;
input k;
output [3:0] s;
output cout;
wire[3:0] bnew;
xor(bnew[0],b[0],k);
xor(bnew[1],b[1],k);
xor(bnew[2],b[2],k);
xor(bnew[3],b[3],k);
four_full_adder ff(a,bnew,k,s,cout);
endmodule
```

==> summary.txt <==
The implementation run finished. Overall overflow remaining after global route landed at 0. The script parses the final routing iteration and logs DRC violations as 0. Between the synthesized netlist and the finished layout, the area growth was recorded as 111%.

Final-layout clock buffer total landed at 0. The final hold violation count recorded for this run is 0. In this run, post-CTS repair resized a total of 0 instances. Looking at the VDD voltage map, the peak drop is a little under 0.00003 V. Per the cell usage report, the commonest logic cells after layout are clkdlybuf4s50_1, inv_1, xor2_1, fa_1. During placement, the flow inserted port buffers numbering 14.

Per the finish-stage timing summary, setup violations number 0. Tally of filler cells in the layout landed at 408. Register area landed at 0 sq um. Per the synthesis report, the number of distinct cell types is 6. The cell area that synthesis handed to floorplanning was around 150 sq um. Checking hold timing, the worst path is listed with class input pin to output pin.

The flow ran to the end, and the final reports show no timing, DRC or antenna violations. Data arrival time of the critical path landed at ~3.4 ns. Entering global routing, the biggest net connects 5 pins. Final HPWL from detailed placement landed at between 500 and 600 microns. Row generation in the floorplan step produced 21 rows. The logs give a warning total of 35. Number of vias per cell landed at 1.61. Number of global-route vias before repair landed at between 100 and 150. The critical path is of the input pin to output pin type.

Post-CTS setup-driven buffer insertion count landed at 0. Peak fanout along the critical path landed at 2. The post-placement cell area is about 320 sq um. The worst setup path is captured at an output pin.

Transition time at the pin with the least slew margin landed at 0.200 ns. Final count of pins violating max slew landed at 0. The number of antenna diodes in the final layout is 0. Die span in y landed at 80 microns. Timing would allow up to 231 MHz.

After routing the design area is 319 sq um. The horizontal die dimension reported for this design is around 80 microns. Violation count after the first detailed-route iteration landed at 1. Before antenna repair, the detailed router went through 2 iterations. Portion of the clock cycle consumed by the worst path in the final layout landed at 0.923. Global router's overall resource usage landed at 0.0144.

Synthesized area per cell landed at 9.46 sq um. For the worst setup path, the data required time is around 3.8 ns. Overall power consumption landed at 38.6 uW. Number of nets with antenna violations after routing landed at 0. First-pass GRT wire length landed at 696 microns.

Share of post-route cells with drive strength above 1 landed at 0.0385. Number of antenna violations at the first check in global routing landed at 0. Routed wire length landed at 513 microns. Via count landed at 116. 14 I/O pins were placed.

Number of hold buffers added after cts landed at 0. Synthesized instance count landed at 16. Synthesis area per yosys landed at 151 sq um. Sequential-to-total area share from yosys stat landed at 0. Per the Yosys statistics, synthesis produced 16 cells.

Routed wirelength normalized by instance count landed at 7.13 microns. Measured on the finished design, the core utilization comes to 0.0934. Setup repair after global routing left no endpoint under its margin. Weighted congestion at the end of routability-driven global placement landed at 0.736. Initial core utilization landed at 0.0443. After layout, the minimum clock period comes to around 4.3 ns. According to the cell report, flip-flops and latches in the layout number 0.

The die covers 6400 sq um. The warning tally printed by Yosys for this design is 0. The core region is 3420 sq um. Power per unit of standard cell area landed at 121 nW/um^2. Sum of negative setup slack landed at 0 ns. The analysis attributes to cell leakage a power of 0.000117 uW. The most common logic cell in the final layout is clkdlybuf4s50_1. Max-slew headroom at the worst pin landed at 0.866.

STA classifies the critical path startpoint as an input pin. Number of violations of the max-capacitance limit landed at 0.
==> cells by family (layout without fill, tap and decap cells) <==
group,count (synthesis),count (layout),synth area share
xor+xnor,4,4,0.231
fa+ha+maj,3,3,0.397
buf+inv,8,18,0.297
mux,1,1,0.0744
==> cells in the mapped netlist <==
library cell | number | area [sq um]
buf_4 | 4 | 30.0
inv_1 | 4 | 15.0
fa_1 | 3 | 60.1
xor2_1 | 3 | 26.3
mux2_2 | 1 | 11.3
xnor2_1 | 1 | 8.76
==> critical path, stage by stage <==
cell	delay, ns
clkdlybuf4s50_1	0.51
mux2_2	0.35
fa_1	0.35
inv_1	0.07
fa_1	0.15
inv_1	0.04
fa_1	0.48
clkdlybuf4s50_1	0.49
==> layer usage <==
metal,wire [microns],global-route usage
met2,139,0.0144
met5,0,0
met4,0,0
met3,123,0.0159
met1,251,0.0201
==> per-stage QoR <==
step,hold slack [ns],std cells,worst slack (ns)
after floorplan,1.99,16,1.35
after global placement,2.86,72,0.382
after detailed placement,2.86,72,0.343
after CTS,2.86,72,0.339
after global routing,2.88,72,0.300
final,2.85,72,0.364
==> report_power, final <==
part           internal [uW]  switching, uW
combinational           27.1           11.5
clock                      0              0
sequential                 0              0
==> worst paths after layout <==
| kind | cells past startpoint | slack [ns] | start | endpoint |
|---|---|---|---|---|
| max | 8 | 0.36 | b[0] | s[3] |
| min | 3 | 2.85 | a[0] | s[0] |
==> final cells by class <==
class,count,area (sq um),area share
Timing Repair Buffer,14,140,0.439
Inverter,4,15.0,0.0471
Multi-Input combinational cell,8,106,0.333
Tap cell,46,57.6,0.180
Power figures rest on the tool's default switching activity, not on a simulated workload.
