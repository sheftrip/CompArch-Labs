[flow/constraint.sdc]
current_design df_comp

set clk_period 1.8
set clk_io_pct 0.2

create_clock -name clk0 -period $clk_period

set non_clock_inputs [all_inputs -no_clocks]
set_input_delay [expr $clk_period * $clk_io_pct] -clock clk0 $non_clock_inputs
set_output_delay [expr $clk_period * $clk_io_pct] -clock clk0 [all_outputs]
[flow/run.sh]
#!/bin/bash
# OpenROAD 26Q1-2900-gdf79404cd8, Yosys 0.63+post, stock flow scripts
make -C /OpenROAD-flow-scripts/flow DESIGN_CONFIG=/design/flow/config.mk WORK_HOME=/design/flow/orfs finish
[flow/config.mk]
export PLATFORM = sky130hd
export DESIGN_NAME = df_comp
export DESIGN_NICKNAME = df_comp
export VERILOG_FILES = /design/flow/design.v
export SDC_FILE = /design/flow/constraint.sdc
export NUM_CORES = 4
export LEC_CHECK = 1
export CORE_AREA = 10 10 70 70
export DIE_AREA = 0 0 80 80
[flow/design.v]
`timescale 1ns / 1ps
module df_comp(a,b,altb,agtb,aeqb);
input[3:0] a,b;
output altb,agtb,aeqb;
assign altb=(a<b)?1:0;
assign aeqb=(a==b)?1:0;
assign agtb=(a>b)?1:0;
endmodule
==> flow_metrics.env <==
# implementation run metrics
export IMPL_status="finished, final reports clean"
export IMPL_wirelength_um=488
export IMPL_netlist_cell_type_count=9
export IMPL_ys_area_sq_um=128.9
export IMPL_warnings=32
export IMPL_p_leak_uw=0.0001376
export IMPL_dr_wl_met3_um=105
export IMPL_startpoint_type="primary input"
export IMPL_slew_violations=0
export IMPL_setup_viol=0
export IMPL_synth_top_cell_by_area="ha_1"
export IMPL_hp_class="in2out"
export IMPL_hold_worst_slack_ns=1.382
export IMPL_dp_hpwl_um=445.7
export IMPL_path_max_fanout=2
export IMPL_grt_start_max_net_pins=3
export IMPL_gr_usage_all_layers=0.01524
export IMPL_wl_met2_um=200
export IMPL_drive_above_1_share=0.4643
export IMPL_worstSetupEndpointType="output pin"
export IMPL_postSynthAreaPerCell_sq_um=8.055
export IMPL_fill_cells=406
export IMPL_vias=145
export IMPL_via_per_inst=1.933
export IMPL_ys_warn_count=0
export IMPL_required_ns=1.44
export IMPL_worstSetupPathType="in2out"
export IMPL_wl_per_cell_um=6.507
export IMPL_worst_pin_slew_ns=0.1408
export IMPL_fp_dieW_um=80
export IMPL_regArea_sq_um=0
export IMPL_ios=11
export IMPL_antenna_found_initial=1
export IMPL_common_cells="ha_1 (4), inv_1 (4), nand2_1 (2)"
export IMPL_grt_pass1_wl_um=772
export IMPL_grt_overflow=0
export IMPL_synthCells=16
export IMPL_ir_worst_vdd_v=0.00002962
export IMPL_gp_congestion=0.6102
export IMPL_total_power_uw=64.24
export IMPL_grt_pass1_vias=147
export IMPL_fmax_mhz=580.5
export IMPL_num_rows=21
export IMPL_timing_final_hold_violations=0
export IMPL_post_route_min_period_ns=1.723
export IMPL_clkbuf_count=0
export IMPL_maxCapViolations=0
export IMPL_drt_met1_wl_um=182
export IMPL_ant_nets=0
export IMPL_ys_cells=16
export IMPL_cp_data_arrival_time_ns=1.36
export IMPL_syn_area_sq_um=128.9
export IMPL_chipHeight_um=80
export IMPL_drc=0
export IMPL_dr_pass1_iters=1
export IMPL_tns_ns=0
export IMPL_rsz0062_at_grt="false"
export IMPL_synth_seq_area_share=0
export IMPL_core_area_sq_um=3416
export IMPL_die_area_sq_um=6400
export IMPL_top_area_frac=0.3883
export IMPL_syn_to_final_growth_pct=147.6
export IMPL_seq_cells=0
export IMPL_portBuffers=11
export IMPL_top_cells_by_area="ha_1 (39%), o21bai_4 (15%), inv_1 (12%)"
export IMPL_top_layer_used="met3"
export IMPL_logic_area_sq_um=147.6
export IMPL_power_density_nw_per_um2=201.4
export IMPL_initial_utilization=0.03773
export IMPL_drt_iter0_drc=0
export IMPL_post_route_period_util=0.9571
export IMPL_relSlewSlack=0.9062
-- where the power goes --
group	total, uW	switching [uW]	internal (uW)
clock	0.0000742	0	0.0000742
combinational	64.2	25.5	38.7
sequential	0	0	0
total	64.2	25.5	38.7
-- timing repair --
action / 4_1_cts / 5_1_grt
setup endpoints to repair: 3 / 1
setup buffers: 1 / 0
resized: 23 / 0
hold buffers: 0 / 0
pin swaps: 6 / 3
-- logic make-up (layout without fill, tap and decap cells) --
| kind of cell | after synthesis | count (layout) | share of synthesized area |
|---|---|---|---|
| buffers and inverters | 4 | 16 | 0.1165 |
| other | 0 | 1 | 0 |
| adders and majority gates | 4 | 4 | 0.3884 |
| and+or+nand+nor | 5 | 5 | 0.2427 |
| AOI/OAI and AO/OA | 3 | 3 | 0.2524 |
-- worst max-delay path: stages --
cell           delay (ns)
dlygate4sd2_1        0.26
ha_4                 0.27
nand2_2              0.06
o21bai_4             0.17
a21oi_2              0.13
buf_2                0.12
-- layout by cell type, fill, tap and decap left out --
cell / instances
a21oi_2: 2
and2_1: 1
buf_2: 2
buf_4: 1
diode_2: 1
dlygate4sd2_1: 9
ha_1: 2
ha_4: 2
inv_1: 2
inv_2: 2
nand2_1: 1
nand2_2: 1
nor2_2: 1
nor2b_4: 1
o21bai_4: 1
-- path summary, 6_finish.rpt --
path	start	endpoint	cells past startpoint
max	a[3]	agtb	6
min	a[3]	agtb	5
-- per-stage QoR --
| stage | instances | worst slack, ns | utilization | cell area, sq um |
|---|---|---|---|---|
| after CTS | 74 | 0.05742 | 0.09267 | 316.6 |
| after detailed placement | 73 | -0.5742 | 0.08681 | 296.5 |
| final | 75 | 0.07726 | 0.09341 | 319.1 |
| after floorplan | 16 | 0.4449 | - | 128.9 |
| after global placement | 73 | -0.5800 | 0.08681 | 296.5 |
| after global routing | 74 | 0.0002662 | 0.09267 | 316.6 |
-- final cells by class --
cell class                      instances  share of cell area
Timing Repair Buffer                   12              0.3020
Antenna cell                            1            0.007843
Inverter                                4             0.04706
Multi-Input combinational cell         12              0.4627
Tap cell                               46              0.1804
-- per-layer routing --
metal  global-route usage  vias to the layer above
li1                     -                       77
met1              0.01714                       61
met2              0.02327                        7
met3              0.01250                        0
met4                    0                        0
met5                    0                        -
No activity file was given, so power comes from the tool's default toggle rates.
